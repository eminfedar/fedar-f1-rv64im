$ cat constraint.sdc
current_design ROM

set clk_period 1.7
set clk_io_pct 0.2

create_clock -name clk0 -period $clk_period

set non_clock_inputs [all_inputs -no_clocks]
set_input_delay [expr $clk_period * $clk_io_pct] -clock clk0 $non_clock_inputs
set_output_delay [expr $clk_period * $clk_io_pct] -clock clk0 [all_outputs]
$ cat run.sh
#!/bin/bash
# OpenROAD 26Q1-2900-gdf79404cd8, Yosys 0.63+post, stock flow scripts
make -C /OpenROAD-flow-scripts/flow DESIGN_CONFIG=/design/flow/config.mk WORK_HOME=/design/flow/orfs finish
$ cat config.mk
export PLATFORM = sky130hd
export DESIGN_NAME = ROM
export DESIGN_NICKNAME = ROM
export VERILOG_FILES = /design/flow/design.v
export SDC_FILE = /design/flow/constraint.sdc
export NUM_CORES = 4
export LEC_CHECK = 1
export CORE_AREA = 10 10 70 70
export DIE_AREA = 0 0 80 80
export SYNTH_MEMORY_MAX_BITS = 65536
$ cat design.v
module ROM(
    input [9:0] ADDRESS,    
    output [31:0] DATA
);
    reg [31:0] memory [1023:0];  
    assign DATA = memory[ADDRESS];
    initial begin
        memory[0] = 32'h00000013;  
        memory[1] = 32'h00100093;  
        memory[2] = 32'h00100313;  
        memory[3] = 32'h00400613;  
        memory[4] = 32'h0060A023;  
        memory[5] = 32'h0000A303;  
        memory[6] = 32'h00130313;  
        memory[7] = 32'h0060A023;  
        memory[8] = 32'hFEC34AE3;  
        memory[9] = 32'h03700413;  
        memory[10] = 32'h00800433;  
        memory[11] = 32'h00140413;  
        memory[12] = 32'h00000013;  
    end
endmodule
==> impl_metrics.py <==
# Generated from Yosys and OpenROAD reports
metrics = {
    "cells_and_area": {
        "most_common_library_cell_in_the_layout_ignoring_fill_and_taps": "sky130_fd_sc_hd__buf_4",
        "number_of_clock_buffers_in_the_layout": 0,
        "areaGrowthSynthToFinish_pct": 104.5,
        "n_sequential_cell": 0,
        "flop_area_um2": 0,
        "most_numerous_logic_cells_after_layout": "sky130_fd_sc_hd__buf_4, sky130_fd_sc_hd__dlygate4sd2_1, sky130_fd_sc_hd__buf_6",
        "fin_util_pct": 26.74,
        "drive_above_1_share_pct": 50.53,
    },
    "route": {
        "top_signal_layer_used": "met3",
        "met3_length_um": 140,
        "dr_wl_met2_um": 741,
        "drt-pass1-iter-count": 3,
        "avgViaCountPerCell": 3.355,
        "insertedDiodeCount": 0,
        "post_drt_wl_per_cell_um": 10.70,
        "drc": 0,
        "starting_drt_drc_count": 30,
        "routed_wl_um": 1509,
        "route.layer.met1.wl_um": 627,
        "via_count": 473,
        "detail-route-antenna-nets": 0,
    },
    "logic_synthesis": {
        "post_synth_main_area_contributors": "sky130_fd_sc_hd__buf_4, sky130_fd_sc_hd__ha_1, sky130_fd_sc_hd__mux2i_1, sky130_fd_sc_hd__nor2_1, sky130_fd_sc_hd__o21bai_4",
        "yosysChipArea_um2": 446.7,
        "synthDominantCellAreaShare_pct": 28.57,
        "yosys.cell_types.count": 19,
        "ys_seq_share_pct": 0,
        "syn_area_um2": 446.7,
        "post_synth.cell_area_avg_um2": 7.976,
        "ys_cells": 56,
        "syn_inst": 56,
        "synth_area_leader_cell": "sky130_fd_sc_hd__buf_4",
        "synth_warnings": 1,
    },
    "placement": {
        "io_buffers": 30,
        "place_worst_setup_slack_ps": -677.2,
        "dp.final_hpwl_um": 1202,
        "place.gp.congestion": 0.7346,
    },
    "sta": {
        "timing.final.max_slew_violations": 0,
        "final_worst_path_setup_slack_ps": 30.17,
        "timing.fmax_mhz": 598.9,
        "finalHoldViolations": 0,
        "min_cycle_time_layout_ps": 1670,
        "finalSetupViolCount": 0,
        "min_period_over_period_pct": 98.23,
    },
    "global_routing": {
        "antenna_violations_before_repair": 0,
        "grtUsageTotal_pct": 4.087,
        "total_congestion_overflow_after_global_routing": 0,
        "via_count_of_the_first_global_routing_pass": 454,
        "grt_max_degree": 8,
        "global_route_wire_length_before_repair_um": 2249,
    },
    "power_and_ir_drop": {
        "power_uw": 176.7,
        "p_comb_share_pct": 100.0,
        "p_seq_share_pct": 0,
        "power.density_mw_per_mm2": 193.5,
        "switching_share_pct": 36.38,
        "power_switching_uw": 64.28,
        "power.clock.fraction_pct": 0,
        "vdd.ir_drop.worst_mv": 0.04202,
        "internal-power_uw": 112.4,
        "power.static_leakage_uw": 0.0005424,
    },
    "worst_setup_path": {
        "cp_max_delay_cell": "sky130_fd_sc_hd__clkdlybuf4s50_1",
        "setup.worst_path.class": "input pin to output pin",
        "timing.critical_path.from_type": "input pin",
        "critical_path_arrival_ps": 1330,
        "timing.critical_path.cells": "buf_4 > nor2b_4 > buf_6 > and2_2 > clkdlybuf4s50_1",
        "worst-endpoint-required_ps": 1360,
        "crit_path_end_kind": "output pin",
        "timing.critical_path.slowest_cell_delay_ps": 450,
        "worstPathMaxFanout": 5,
    },
    "min_path": {
        "worst_hold_path.endpoint": "DATA[8]",
        "hold_path_depth": 4,
        "holdCritStartpoint": "ADDRESS[3]",
        "hold_path.class": "input pin to output pin",
    },
    "floorplanning": {
        "num_io_pins": 42,
        "die_y_um": 80,
        "floorplan.die_area_mm2": 0.006400,
        "area_of_the_placeable_core_mm2": 0.003416,
        "floorplan.rows": 21,
        "die_x_extent_um": 80,
        "starting_density_pct": 13.08,
    },
    "job": {
        "max-cap-violations": 0,
        "log.warning_count": 44,
    },
    "run_status": {
        "run_status": "completed",
    },
    "clock_tree": {
        "cts_hold_buf": 0,
    },
}
[per-layer routing]
metal | GRT usage [%] | vias up
met5 | 0 | -
met4 | 0 | 0
li1 | - | 239
met2 | 7.143 | 18
met1 | 5.208 | 216
met3 | 1.023 | 0
[Yosys cell counts, drive strengths merged]
cell type and number:
ha 6, o21a 1, nand2b 1, nor2b 1, nor2 5, inv 3
and2b 1, o21bai 2, mux2i 6, buf 18, a21o 1, o22ai 1
and2 4, nand2 2, conb 2, o21ai 2
[power groups by stage]
stage,Combinational [µW],Sequential (µW),Clock (µW)
CTS,168,0,0
global route,194,0,0
finish,177,0,0
[stage by stage]
step | instance area, µm² | TNS [ps] | hold slack [ps] | instances
final | 913.4 | 0 | 1113 | 141
after global routing | 913.4 | -6.757 | 1152 | 141
after CTS | 859.6 | -118.2 | 1170 | 138
after detailed placement | 778.2 | -14270 | 1787 | 131
after global placement | 778.2 | -14060 | 1778 | 131
after floorplan | 461.7 | 0 | 789.9 | 60
[worst max-delay path, delay by kind of cell]
family                 cells  cell delay [ps]
buffers and inverters      3              700
AND/OR/NAND/NOR            2              290
[cell type report]
cell class                      count  area (µm²)
Inverter                            3       16.27
Multi-Input combinational cell     39       365.4
Tap cell                           46       57.56
Fill cell                         357        2502
Timing Repair Buffer               53       474.2
[cells by family (layout without fill, tap and decap cells)]
| kind of cell | Yosys count | after routing | synth area share, % |
|---|---|---|---|
| AOI/OAI and AO/OA | 7 | 7 | 13.17 |
| adders and majority gates | 6 | 6 | 16.81 |
| buffers and inverters | 21 | 56 | 33.61 |
| muxes | 6 | 6 | 13.45 |
| other | 2 | 6 | 1.681 |
| and+or+nand+nor | 14 | 14 | 21.29 |
[worst max path at each step]
stage          start       end
6_report  ADDRESS[2]  DATA[25]
4_1_cts   ADDRESS[0]  DATA[20]
5_1_grt   ADDRESS[2]  DATA[25]
[repair_timing]
item / 4_1_cts / 5_1_grt
pin swaps: 9 / 4
buffers inserted: 8 / 3
endpoints found under the setup margin: 26 / 8
gates resized: 63 / 13
cloned: 0 / 0
